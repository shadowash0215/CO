### design/flow/config.mk
export PLATFORM = sky130hd
export DESIGN_NAME = fp_adder
export DESIGN_NICKNAME = fp_adder
export VERILOG_FILES = /design/flow/design.v
export SDC_FILE = /design/flow/constraint.sdc
export NUM_CORES = 4
export LEC_CHECK = 1
export CORE_UTILIZATION = 30
### design/flow/constraint.sdc
current_design fp_adder

set clk_period 13.5
set clk_io_pct 0.2

create_clock -name clk0 -period $clk_period [get_ports {clk}]

set non_clock_inputs [all_inputs -no_clocks]
set_input_delay [expr $clk_period * $clk_io_pct] -clock clk0 $non_clock_inputs
set_output_delay [expr $clk_period * $clk_io_pct] -clock clk0 [all_outputs]
### design/flow/design.v
`timescale 1ns / 1ps
module fp_adder(
    input clk,
    input start,
    input [63:0] A,
    input [63:0] B,
    output reg [63:0] res,
    output reg finish
    );
localparam
    unpack = 3'b001,
    special = 3'b010,
    exponent_alignment = 3'b011,
    add = 3'b100,
    normalize = 3'b101,
    overflow = 3'b110,
    pack = 3'b111;
reg running;
reg [3:0] state;
reg [3:0] next_state;
reg A_sign, B_sign, res_sign;
reg [10:0] mov_locate;
reg [10:0] A_exponent, B_exponent, res_exponent;
reg [52:0] A_fraction, B_fraction;
reg [53:0] res_fraction;
reg [52:0] A_out, B_out;
reg [52:0] A_mid, B_mid;
reg [1:0] comparison;
initial begin
    running <= 1'b0;
    res <= 64'b0;
    finish <= 1'b0;
    state <= 0;
end
always @(posedge clk) begin
    if(~running && start) begin
        res <= 64'b0;
        res_sign <= 1'b0;
        res_exponent <= 11'd0;
        res_fraction <= 52'd0;
        running <= 1'b1;
        state <= unpack;
        next_state <= special;
        finish <= 0;
        comparison <= 2'b00;
    end
    else if(running) begin
        state <= next_state;
        case(state)
            unpack: begin
                A_sign <= A[63];
                B_sign <= B[63];
                A_exponent <= A[62:52] - 11'd1023;
                B_exponent <= B[62:52] - 11'd1023;
                if (A[62:52] == 11'd0 || A[62:52] == 11'd2047) begin
                    A_fraction <= {1'b0, A[51:0]};
                end else begin
                    A_fraction <= {1'b1, A[51:0]};
                end
                if (B[62:52] == 11'd0 || B[62:52] == 11'd2047) begin
                    B_fraction <= {1'b0, B[51:0]};
                end else begin
                    B_fraction <= {1'b1, B[51:0]};
                end
                A_out <= 53'b0;
                B_out <= 53'b0;
                A_mid <= 53'b0;
                B_mid <= 53'b0;
                next_state <= special;
            end
            special: begin
                if ((A_exponent == 11'd1024 && A_fraction[51:0] != 52'd0) || (B_exponent == 11'd1024 && B_fraction[51:0] != 52'd0)) begin
                    res_sign <= 1'b1;
                    res_exponent <= 11'd2047;
                    res_fraction <= 53'b1111_1111_1111_1111_1111_1111_1111_1111_1111_1111_1111_1111_1111;
                    next_state <= pack;
                end
                else if (A_exponent == 11'b100_0000_0000) begin 
                    if (B_exponent == 11'b100_0000_0000 && A_sign != B_sign) begin
                        res_sign <= 1'b1;
                        res_exponent <= 11'd2047;
                        res_fraction <= 53'b1111_1111_1111_1111_1111_1111_1111_1111_1111_1111_1111_1111_1111;
                        next_state <= pack;
                    end else begin
                        res_sign <= A_sign;
                        res_exponent <= 11'd2047;
                        res_fraction <= 53'b0;
                        next_state <= pack;
                    end
                end
                else if (B_exponent == 11'b100_0000_0000) begin
                    res_sign <= B_sign;
                    res_exponent <= 11'd2047;
                    res_fraction <= 53'b0;
                    next_state <= pack;
                end
                else if ($signed(A_exponent) == -1023 && A_fraction == 53'd0) begin
                    res_sign <= B_sign;
                    res_exponent <= B_exponent;
                    res_fraction <= B_fraction;
                    next_state <= pack;
                end
                else if ($signed(B_exponent) == -1023 && B_fraction == 53'd0) begin
                    res_sign <= A_sign;
                    res_exponent <= A_exponent;
                    res_fraction <= A_fraction;
                    next_state <= pack;
                end
                else if ($signed(A_exponent) == -1023 || $signed(B_exponent) == -1023) begin 
                    if ($signed(A_exponent) == -1023) begin
                        A_exponent <= -1022;
                        A_fraction[52] <= 1'b0;
                        next_state <= exponent_alignment;
                    end
                    if ($signed(B_exponent) == -1023) begin
                        B_exponent <= -1022;
                        B_fraction[52] <= 1'b0;
                        next_state <= exponent_alignment;
                    end
                end else begin
                    next_state <= exponent_alignment;
                end
            end
            exponent_alignment: begin
                if ($signed(A_exponent) == $signed(B_exponent)) begin
                    if (comparison == 2'b00) begin
                        next_state <= add;
                    end
                    else if (comparison == 2'b10) begin
                        if (B_out > B_mid) begin
                            B_fraction <= B_fraction + 1'b1;
                        end 
                        else if (B_out < B_mid) begin 
                            B_fraction <= B_fraction;
                        end
                        else if (B_out == B_mid) begin
                            if (B_fraction[0] == 1) begin
                                B_fraction <= B_fraction + 1'b1;
                            end else begin
                                B_fraction <= B_fraction;
                            end
                        end
                        next_state <= add;
                    end
                    else if (comparison == 2'b01) begin
                        if (A_out > A_mid) begin
                            A_fraction <= A_fraction + 1'b1;
                        end 
                        else if (A_out < A_mid) begin 
                            A_fraction <= A_fraction;
                        end
                        else if (A_out == A_mid) begin
                            if (A_fraction[0] == 1) begin
                                A_fraction <= A_fraction + 1'b1;
                            end else begin
                                A_fraction <= A_fraction;
                            end
                        end
                        next_state <= add;
                    end
                end
                else if ($signed(A_exponent) > $signed(B_exponent)) begin
                    comparison <= 2'b10;
                    B_exponent <= B_exponent + 1'b1;
                    B_fraction <= {1'b0, B_fraction[52:1]};
                    B_out[mov_locate] <= B_fraction[0];
                    B_mid <= {B_mid[51:0], B_mid};
                    mov_locate <= mov_locate + 1'b1;
                    if (B_fraction == 53'b0) begin
                        res_sign <= A_sign;
                        res_exponent <= A_exponent;
                        res_fraction <= A_fraction;
                        next_state <= pack;
                    end
                    else begin 
                        next_state <= exponent_alignment;
                    end
                end
                else if ($signed(A_exponent) < $signed(B_exponent)) begin
                    comparison <= 2'b01;
                    A_exponent <= A_exponent + 1'b1;
                    A_fraction <= {1'b0, A_fraction[52:1]};
                    A_out[mov_locate] <= A_fraction[0];
                    A_mid <= {A_mid[51:0], A_mid};
                    mov_locate <= mov_locate + 1'b1;
                    if (A_fraction == 53'b0) begin
                        res_sign <= B_sign;
                        res_exponent <= B_exponent;
                        res_fraction <= B_fraction;
                        next_state <= pack;
                    end
                    else begin 
                        next_state <= exponent_alignment;
                    end
                end
            end
            add: begin
                if (A_sign == B_sign) begin
                    res_sign <= A_sign;
                    res_exponent <= A_exponent;
                    res_fraction <= A_fraction + B_fraction;
                    next_state <= normalize;
                end else begin
                    if (A_fraction > B_fraction) begin
                        res_sign <= A_sign;
                        res_exponent <= A_exponent;
                        res_fraction = A_fraction - B_fraction;
                        next_state <= normalize;
                    end else if (A_fraction < B_fraction) begin
                        res_sign <= B_sign;
                        res_exponent <= B_exponent;
                        res_fraction = B_fraction - A_fraction;
                        next_state <= normalize;
                    end else begin
                        res_sign <= 1'b0;
                        res_exponent <= 11'd0;
                        res_fraction <= 52'd0;
                        next_state <= pack;
                    end
                end
            end
            normalize: begin
                if (res_fraction[53]) begin 
                    res_exponent <= res_exponent + 1;
                    if (res_fraction[1:0] == 2'b11) begin
                        res_fraction <= {1'b0, res_fraction[53:1] + 1};
                    end else begin
                        res_fraction <= {1'b0, res_fraction[53:1]};
                    end
                    next_state <= overflow;
                end else begin
                    if (res_fraction[52] == 1'b0 && $signed(res_exponent) > -1022) begin
                        res_exponent <= res_exponent - 1;
                        res_fraction <= {res_fraction[51:0], 1'b0};
                        next_state <= normalize;
                    end else begin
                        next_state <= overflow;
                    end
                end
            end
            overflow: begin
                if ($signed(res_exponent) == -1022 && res_fraction[52] == 1'b0) begin
                    res_sign <= res_sign;
                    res_exponent <= -11'd1023;
                    res_fraction <= res_fraction;
                end else if (res_exponent == 11'b100_0000_0000) begin
                    res_sign <= res_sign;
                    res_exponent <= 11'h3ff;
                    res_fraction <= 52'b1111_1111_1111_1111_1111_1111_1111_1111_1111_1111_1111_1111_1111;
                end
                next_state <= pack;
            end
            pack: begin
                if ($unsigned(res_exponent) == 2047) begin
                    res[63] <= res_sign;
                    res[62:52] <= res_exponent;
                    res[51:0] <= res_fraction[51:0];
                end else if ($unsigned(res_exponent) == 0 && res_fraction == 53'd0) begin
                    res[63] <= res_sign;
                    res[62:52] <= 11'd0;
                    res[51:0] <= 52'd0;
                end else begin
                    res[63] <= res_sign;
                    res[62:52] <= res_exponent + 11'd1023;
                    res[51:0] <= res_fraction[51:0];
                end
                finish <= 1'b1;
                running <= 1'b0;
            end
        endcase
    end
end
endmodule
### design/flow/run.sh
#!/bin/bash
# OpenROAD 26Q1-2900-gdf79404cd8, Yosys 0.63+post, stock flow scripts
make -C /OpenROAD-flow-scripts/flow DESIGN_CONFIG=/design/flow/config.mk WORK_HOME=/design/flow/orfs finish
==> results.txt <==
yosys + openroad results -> H-tree depth 2, GR Layer Usage met2 42.6%, CTS tree yes, area leader, netlist edfxtp_1, largest net degree at the start of global routing 84, Top Layout Cells a21oi_1, nand2_1, nor2_1, CP Class flip-flop to flip-flop, post-route minimum period 5.82 ns, Reg area 10200 µm², r2r endpoint res_fraction[23], Core Density at Floorplan 30.2%, setup violators final 0, number of warning messages in the logs 144, Hold WC Path Type flip-flop to flip-flop, grt met1 use 37.4%, Detailed Routing Iterations Pass 1 10, initial antenna violation count 2, Post-synth ARST share 0%, post-synthesis cell type count 87, final hold viol count 0, All-Layer GR Usage 27.6%, logic area 23300 µm², vias in the first global route 36.2k, Worst EP required 14.05 ns, slowest stage delay, CP 0.93 ns, Post-Layout Inst Area 40800 µm², RSZ-0062 raised after global routing false, r2r worst-path depth 13, final worst-path setup slack 7.68 ns, CP Max Fanout 18, TritonCTS Buffers 52, Yosys chip area 35600 µm², Via-to-Cell Ratio 6.01, DRC 0, Slew headroom 22.2%, Latency at later pin 0.69 ns, HP Start next_state[2], Arrival @ worst endpoint 6.36 ns, Clock Path Buffers 3, CTS root buffer clkbuf_16, Resize count post-CTS 0, Worst Setup EP res_fraction[23], final WL 165000 µm, CP max stage cell nand4_1, crit path cell chain inv_1 > ha_1 > nand4_1 > nor4_1 > nand4_1 > nand2_1 > a21oi_1 > or2_2 > nand2_1 > o22ai_1 > o21ai_0 > o2111ai_1 > a32o_1, GRT met3 Usage 7.96%, most used flip-flop cell edfxtp_1, core area 118000 µm², wire per inst 26.0 µm, Placer Congestion 1.03, Startpoint Class flip-flop, Post-DRT Antenna Nets 0, Final Non-Filler Cells 6344, Die Footprint 120000 µm², Commonest Layout Cell a21oi_1, worst reg2reg path startpoint A_fraction[31], FP Rows 126, fmax 172 MHz, Worst Skew 0.0475 ns, max-cap violations 0, post-synth top area share 20.8%, Die X 347 µm, Synth Seq Share 28.7%, Post-synth EDFFs 247, outcome complete, no violations, Netlist Area Pre-Place 35600 µm², Slew @ Worst Pin 1.16 ns, mean post-synth cell area 7.47 µm², placed insts 6245, Starting DRT DRC Count 4115, Slew Viols, Final 0, worst slack, placed 7.95 ns, synthesized flop and latch total 388, share of post-route cells with drive strength above 1 5.28%, CTS Hold Bufs 0, # Post-CTS Setup Buffers 0, area delta synth->final 14.4%, vias post-DR 38.2k, crit path from A_fraction[31], clk slew on worst S/H paths 0.06 ns, Critical Path End Type flip-flop, setup TNS 0 ns, gr busiest metal met2, half-perimeter wire length after detailed placement 123000 µm, Port Buffer Count 194, Fill cells 12.4k, fin crit share 43.1%, I/O pins 195, global-route wire length before repair 243000 µm, Chip Height 347 µm, DP Area 39000 µm², yosys warning tally 1, cell count after synthesis 4767, clock tree sinks 388, total gr overflow 0, ys cells 4767, top cells by area edfxtp_1, dfxtp_1, a21oi_1, ha_1, o21ai_0
-- worst max-delay path: cells and delay by family (launching register included) --
family / cells / cell delay (ns)
AND-OR/OR-AND: 5 / 0.95
adder cells (fa/ha/maj): 1 / 0.76
buffers and inverters: 1 / 0.17
flip-flops: 1 / 0.80
AND/OR/NAND/NOR: 6 / 3.04
-- per-stage QoR --
step,utilization (%),hold slack (ns)
2_1_floorplan,-,0.400
3_3_place_gp,33.1,0.442
3_5_place_dp,33.1,0.446
4_1_cts,34.6,0.459
5_1_grt,34.6,0.488
6_report,34.6,0.459
-- sequential cells by signal, summed over array words and instances (netlist names) --
| name | flops |
|---|---|
| B_fraction | 53 |
| comparison | 3 |
| B_sign | 1 |
| mov_locate | 11 |
| A_out | 53 |
| res | 64 |
| B_exponent | 11 |
| res_sign | 1 |
| B_out | 53 |
| next_state | 3 |
| A_exponent | 11 |
| finish | 1 |
| res_exponent | 11 |
| running | 1 |
| A_fraction | 53 |
| res_fraction | 54 |
| state | 3 |
| A_sign | 1 |
-- layer usage --
layer | part of all wire [%] | vias to the layer above
met5 | 0.0079 | -
met4 | 4.3 | 2
met3 | 9.9 | 380
met2 | 45 | 1808
met1 | 41 | 18400
li1 | - | 17500
-- worst min path at each step --
stage / cells after the start / to / slack [ns]
after CTS: 2 / state[2] / 0.46
after global routing: 2 / state[2] / 0.49
final: 2 / state[2] / 0.46
-- cells in the mapped netlist (all sizes together), types with 23 or more instances --
master  count
a21oi     531
nand2     497
nor2      495
o21ai     404
clkbuf    303
edfxtp    247
inv       219
xnor2     204
ha        201
nand3     198
dfxtp     141
nor3      125
nor4      113
nand4      82
a22oi      75
a31oi      55
mux2i      52
o211ai     52
buf        51
a221oi     45
o21bai     45
a21o       43
xor2       42
a211oi     40
o22ai      37
and3       33
nor2b      32
o31ai      32
nand2b     28
a221o      25
or3        25
o221ai     24
a32oi      23
-- logic make-up after synthesis --
group / count (synthesis) / share of synthesized area, %
simple gates: 1707 / 22.3
compound gates: 1588 / 27.7
buf+inv: 579 / 6.39
flops: 388 / 28.7
xor+xnor: 246 / 6.05
fa+ha+maj: 205 / 7.28
mux: 54 / 1.52
-- area by class of cell --
cell class	instances	area share, %
Inverter	225	2.07
Sequential cell	388	25.1
Multi-Input combinational cell	3800	57.1
Clock inverter	24	0.660
Tap cell	1536	4.71
Clock buffer	74	3.67
Antenna cell	1	0.00614
Timing Repair Buffer	296	6.64
